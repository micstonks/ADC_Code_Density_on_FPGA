### flow/run.sh
#!/bin/bash
# OpenROAD 26Q1-2900-gdf79404cd8, Yosys 0.63+post, stock flow scripts
make -C /OpenROAD-flow-scripts/flow DESIGN_CONFIG=/design/flow/config.mk WORK_HOME=/design/flow/orfs finish
### flow/config.mk
export PLATFORM = sky130hd
export DESIGN_NAME = ascii_rom
export DESIGN_NICKNAME = ascii_rom
export VERILOG_FILES = /design/flow/design.v
export SDC_FILE = /design/flow/constraint.sdc
export NUM_CORES = 4
export LEC_CHECK = 1
export CORE_AREA = 10 10 70 70
export DIE_AREA = 0 0 80 80
### flow/constraint.sdc
current_design ascii_rom

set clk_period 1.0
set clk_io_pct 0.2

create_clock -name clk0 -period $clk_period [get_ports {clk}]

set non_clock_inputs [all_inputs -no_clocks]
set_input_delay [expr $clk_period * $clk_io_pct] -clock clk0 $non_clock_inputs
set_output_delay [expr $clk_period * $clk_io_pct] -clock clk0 [all_outputs]
### flow/design.v
`timescale 1ns / 100ps
module ascii_rom (
   input  wire clk,
   input  wire ren,                            
   input  wire [$clog2(95):0] addr,    
   output reg [7:0] dout
   ) ;
   (* rom_style = "distributed" *) 
   reg [7:0] mem [0:95-1] ;
   initial
      dout <= 'b0 ;
   always @(posedge clk) begin
      if(ren)
         dout <= mem[addr] ;    
   end    
   integer k ;    
   initial begin
      for (k=0; k < 95; k=k+1) begin
         mem[k] = k + 32 ;    
      end    
   end    
endmodule
==> run notes <==
Notes on the flow outputs.

- The flow ran to the end, and the final reports show no timing, DRC or antenna violations.
- The worst min-delay path class reads input pin to flop.
- The final setup TNS reads 0 ns.
- The number of DRC violations after detailed-routing iteration 0 is 13.
- The number of slew-limit violations in the final report is 0.
- After detailed routing, the number of remaining DRC violations is 0.
- The count of buffers from port buffering is 15.
- The number of buffers inserted to repair setup after CTS reads 0.
- The cell count in the Yosys report is 14.
- The total global routing track utilization is 0.0222.
- The power density over cell area is 1490 nW/um^2.
- Nets still carrying antenna violations after routing amount to 0.
- The post-synthesis cell type with the largest instance count is edfxtp_1.
- The residual overflow from global routing reads 0.
- Counting instances, the worst hold path has a depth of 1.
- The worst setup path is launched from an input pin.
- The number of different library cells in the post-synthesis netlist reads 8.
- The run reported a max-capacitance violation count of 0.
- The post-synthesis register bit count reads 7.
- The share of the cycle needed by the critical path after routing is 0.938.
- The die covers 6400 um^2.
- The first detailed-routing pass ran for 4 iterations.
- The standard cell core area reads 3420 um^2.
- The number of H-tree levels is 1.
- The worst-path maximum fanout is 2.
- After detailed routing, the average wire length per cell comes to 8.75 um.
- The width of the die reads 80 um.
- The quantity of hold-fixing buffers added after cts is 0.
- The number of vias in the routed layout reads 173.
- The number of standard-cell rows in the floorplan reads 21.
- The post-synth tally of flip-flops with integrated enable reads 7.
- The synthesized instance count is 14.
- The clock sink count reads 7.
- The synthesized cell area reads 250 um^2.
- The registers reported with the highest flop counts are dout: 7 flops.
- The maximum ir drop on the vdd rail reads 0.380 mV.
- The instance area at placement is 458 um^2.
- The final weighted congestion in routability-driven placement reads 0.769.
- The die outline height is 80 um.
- The number of flip-flops under the largest register name reads 7.
- The startpoint identified for the worst hold timing path is addr[2].
- The flow measured a signed area growth from synthesis to layout of 79.5%.
- The highest achievable clock rate reads 1070 MHz.
- The fraction of registers with async set/reset is 0.
- The synthesized design spends more area on one cell type than any other, namely edfxtp_1.
- The via count of the first global-routing pass reads 178.
- The dominant register cell in the synthesized netlist reads edfxtp_1.
- The tightest hold path in the finished design has a slack of 0.540 ns.
- The clock tree from TritonCTS reads yes.
- The element type at the critical path end reads a flop.
- The synthesis report lists the most area-consuming cells as edfxtp_1, buf_4, o21a_1.
- The pin count of the biggest net entering global routing reads 8.
- The Yosys warning count reads 1.
- The final-report setup violation count is 0.
- The initial utilization of the core area, before any placement, comes to 0.0733.
- The number of hold violations in the final report is 0.
- The per-instance average area after synthesis is 17.9 um^2.
- The end of the worst hold path reads dout[2].
- The tool warning count for the run is 27.
- The detail-routed via count per cell reads 2.19.
- The number of buffers inserted during clock tree synthesis is 3.
- The minimum clock period reads 0.938 ns.
- The static leakage power is 0.000161 uW.
- According to the timing report, the arrival time at the worst endpoint equals 0.94 ns.
- The number of antenna violations at the first check in global routing is 0.
- The total non-filler cell area in the finished layout is 449 um^2.
- Ranked by flip-flop count, first place goes to dout.
- Setup repair after global routing left no endpoint under its margin.
- The ratio of cells with drive above 1 in the final layout reads 0.333.
- The clock root buffer master is clkbuf_4.
- Clock-pin slew was measured on the worst setup and hold paths at 0.05 ns.
- Yosys reports a chip area of 250 um^2.
- During I/O placement, the number of pins put on the boundary was 18.
- The kind of critical path is input pin to flop.
- The routed wire length reads 691 um.
- The longest clock path from root to sink contains 2 buffers.
- The area share of the largest cell type after synthesis is 0.840.
- The first global-routing pass estimated 972 um of wire.
- The required time of the critical path is 1.00 ns.
- The number of antenna diodes reads 0.
- The part of the Yosys area used for sequential elements reads 0.840.
-- worst max path at each step --
stage / depth (start not counted) / endpoint / slack [ns] / startpoint
6_report: 3 / dout[0] / 0.06 / addr[4]
4_1_cts: 1 / dout[6] / -0.01 / dout[6]
5_1_grt: 3 / dout[0] / 0.02 / addr[6]
-- metal layers --
metal,GRT usage,wire length [um]
met5,0,0
met4,0,0
met3,0.0273,159
met2,0.0313,259
met1,0.0219,273
-- critical path: stages --
cell and delay, ns:
clkdlybuf4s50_1 0.48, nand3_1 0.09, o21a_1 0.17
-- per-stage QoR --
stage / worst slack, ns / utilization / total power [uW] / instances
2_1_floorplan: 0.337 / - / 364 / 14
3_3_place_gp: -0.196 / 0.134 / 451 / 75
3_5_place_dp: -0.195 / 0.134 / 452 / 75
4_1_cts: -0.0131 / 0.137 / 685 / 79
5_1_grt: 0.0195 / 0.132 / 703 / 79
6_report: 0.0620 / 0.132 / 668 / 79
-- cell usage in the layout, fill, tap and decap left out, drive strengths merged --
master	count
edfxtp	7
conb	1
buf	4
nand2	1
o21a	1
clkdlybuf4s50	8
clkbuf	8
nand3	1
or2	1
nand2b	1
-- repair_timing --
| action | CTS | global route |
|---|---|---|
| endpoints found under the setup margin | 7 | 4 |
| pin swaps | 0 | 0 |
| resized | 17 | 4 |
-- power breakdown --
group | internal, uW | total, uW | switching, uW
combinational | 47.6 | 67.4 | 19.8
clock | 152 | 246 | 94.6
sequential | 350 | 355 | 5.05
total | 549 | 668 | 119
-- cell families (layout without fill, tap and decap cells) --
kind of cell	Yosys count	after routing	synth area share
and+or+nand+nor	4	4	0.0850
AOI/OAI and AO/OA	1	1	0.0300
DFF	7	7	0.840
buffers and inverters	1	20	0.0300
other	1	1	0.0150
-- cell type report --
type / instances / area, um^2
sequential: 7 / 210
tap: 46 / 57.6
fill: 401 / 2970
clock buffer: 4 / 26.3
multi-input combinational: 6 / 32.5
timing repair buffer: 16 / 123
Power figures rest on the tool's default switching activity, not on a simulated workload.
