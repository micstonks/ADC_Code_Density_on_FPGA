<file path="./run.sh">
#!/bin/bash
# OpenROAD 26Q1-2900-gdf79404cd8, Yosys 0.63+post, stock flow scripts
make -C /OpenROAD-flow-scripts/flow DESIGN_CONFIG=/design/flow/config.mk WORK_HOME=/design/flow/orfs finish
</file>
<file path="./config.mk">
export PLATFORM = sky130hd
export DESIGN_NAME = SPI_master
export DESIGN_NICKNAME = SPI_master
export VERILOG_FILES = /design/flow/design.v
export SDC_FILE = /design/flow/constraint.sdc
export NUM_CORES = 4
export LEC_CHECK = 1
export CORE_UTILIZATION = 50
</file>
<file path="./constraint.sdc">
current_design SPI_master

set clk_period 2.0
set clk_io_pct 0.2

create_clock -name clk0 -period $clk_period [get_ports {clk}]

set non_clock_inputs [all_inputs -no_clocks]
set_input_delay [expr $clk_period * $clk_io_pct] -clock clk0 $non_clock_inputs
set_output_delay [expr $clk_period * $clk_io_pct] -clock clk0 [all_outputs]
</file>
<file path="./design.v">
`timescale 1ns / 100ps
module TickCounter #(parameter integer MAX = 10414) (       
   input  wire clk,       
   output reg  tick       
   ) ;
   reg [$clog2(MAX)-1:0] count = 'b0 ;    
   always @(posedge clk) begin
      if( count == MAX-1 ) begin
         count <= 'b0 ;              
         tick  <= 1'b1 ;             
      end
      else begin
         count <= count + 'b1 ;
         tick  <= 1'b0 ;
      end     
   end    
endmodule
`timescale 1ns / 100ps
module   SPI_master   #(parameter integer SPI_MODE = 1, parameter integer WIDTH = 10, parameter integer POWERUP_CYCLES = 150, parameter integer CONV_CYCLES = 230) (    
   input    wire   clk,                       
   input    wire   rst,                       
   input    wire   MISO,
   input    wire   stop,
   output   wire   CONVST,
   output   reg   D_en,                      
   output   reg   [WIDTH - 1:0] pdo,    
   output   wire   sclk
   ) ;
   wire conv_tick;
   TickCounter #( .MAX(300) ) TickCounter_inst1 ( .clk(clk), .tick(conv_tick) );    
   wire spi_tick;
   TickCounter #( .MAX(3) ) TickCounter_inst2 ( .clk(clk), .tick(spi_tick) );    
   wire w_CPOL;      
   wire w_CPHA;      
   assign w_CPOL  = (SPI_MODE == 2) | (SPI_MODE == 3);
   assign w_CPHA  = (SPI_MODE == 1) | (SPI_MODE == 3);
   reg   busy;                      
   reg   r_sclk;
   assign sclk = (adc_ready) ? r_sclk : 1'b0;
   wire next_sclk = ~r_sclk;
   wire sclk_rise = (spi_tick && ~r_sclk && next_sclk);
   wire sclk_fall = (spi_tick && r_sclk && ~next_sclk);
   reg [$clog2(WIDTH)-1:0] bit_cnt;
   reg [$clog2(WIDTH*2)-1:0] sclk_edge_cnt;
   reg convst_fsm = 1'b0;
   wire sampling_en;
   assign sampling_en = (w_CPHA) ? (~r_sclk) : (r_sclk);
   reg last_bit_sampled;
   wire transfer_done = last_bit_sampled && spi_tick && (r_sclk == w_CPOL);
   reg [$clog2(CONV_CYCLES)-1:0] conv_cnt;
   reg [$clog2(POWERUP_CYCLES)-1:0] pwr_cnt;
   reg adc_ready = 1'b0;
   reg convst_pwr = 1'b0;
   assign CONVST = (adc_ready) ? convst_fsm : convst_pwr;
   parameter [2:0] IDLE         = 3'd0;
   parameter [2:0] START_CONVERSION   = 3'd1;
   parameter [2:0] ENABLE_SERIAL  = 3'd2;
   parameter [2:0] SPI_TRANSFER = 3'd3;
   parameter [2:0] DONE         = 3'd4;
   reg [2:0] STATE, STATE_NEXT ;
   always @(posedge clk) begin
      if (rst) begin
         convst_pwr <= 1'b0;     
         pwr_cnt    <= 0;
         adc_ready  <= 1'b0;
      end 
	  else if (~adc_ready) begin
      convst_pwr <= 1'b1;      
      pwr_cnt    <= pwr_cnt + 1'b1;
         if (pwr_cnt == POWERUP_CYCLES-1)
            adc_ready <= 1'b1;    
      end
   end
   always @(posedge clk) begin       
      if( rst  )
         STATE <= IDLE ;
      else if (~adc_ready)
	     STATE <= IDLE ;
      else if (stop)
	     STATE <= IDLE;
	  else
         STATE <= STATE_NEXT ;
   end    
   always @(*) begin  
      STATE_NEXT = STATE;
	  busy = 1'b0;
	  D_en = 1'b0;
	  convst_fsm = 1'b1;
	  case (STATE)
		 IDLE: begin
			busy = 1'b0;
			convst_fsm = 1'b1;
			if (conv_tick)
			   STATE_NEXT = START_CONVERSION;
		 end  
		 START_CONVERSION: begin
		    busy = 1'b1;
			convst_fsm = 1'b0;   
			if (spi_tick)
			   STATE_NEXT = ENABLE_SERIAL;
		 end    
		 ENABLE_SERIAL: begin
		    busy = 1'b1;
			convst_fsm = 1'b1;
		    if (conv_cnt == CONV_CYCLES - 1'b1) 
			   STATE_NEXT = SPI_TRANSFER;
		 end   
		 SPI_TRANSFER: begin 
            busy = 1'b1;
            if (transfer_done)
               STATE_NEXT = DONE;
            else 
               STATE_NEXT = SPI_TRANSFER;
		 end   
         DONE: begin
            busy = 1'b0;
            D_en = 1'b1;
            STATE_NEXT = IDLE;
         end   
      endcase
   end        
   always @(posedge clk) begin
      if (rst | STATE != ENABLE_SERIAL) begin
		 conv_cnt <= 0;    
	  end    
	  else begin
	     conv_cnt <= conv_cnt + 1'b1;
	  end    
   end    
   always @(posedge clk) begin
      if (rst ) begin
	     r_sclk  <= w_CPOL;
         bit_cnt <= WIDTH;              
		 last_bit_sampled <= 1'b0;
		 pdo <= {WIDTH{1'b0}};
      end    
      else if (STATE == SPI_TRANSFER && spi_tick && ~last_bit_sampled) begin
	     r_sclk <= next_sclk;             
		 if (w_CPHA && sclk_fall) begin 
            pdo <= {pdo[WIDTH-2:0], MISO};
			if (bit_cnt == 1)
			   last_bit_sampled <= 1'b1;
            bit_cnt <= bit_cnt - 1'b1;			
		 end    
         else if (~w_CPHA && sclk_rise) begin
            pdo <= {pdo[WIDTH-2:0], MISO};
            bit_cnt <= bit_cnt - 1'b1;
		 end
      end
      else if (STATE == IDLE) begin
         r_sclk  <= w_CPOL;
         bit_cnt <= WIDTH;             
		 last_bit_sampled <= 1'b0;
      end
   end
endmodule 
</file>
==> run notes <==
On the backend side, the flow ran end to end.

The cell area power density stands at ~760 nW/µm². The DRC violation total after the first TritonRoute iteration stands at between 60 and 70. The routability-driven placement congestion ratio stands at 0.769. The final setup violation count stands at 0. Per the detailed-route log, wirelength across all metal layers totals ~3500 µm. The post-placement setup slack stands at around 0.28 ns. The effective utilization at floorplan stands at 52.2%. In this run, post-CTS hold repair placed 0 buffers. The region available for standard cell placement spans a little over 4000 µm². The finished cells cover 2450 µm². Headroom to the max-slew limit came out at a little over three fifths. The synthesized design contains around 52 register bits.

After detailed routing, the met2 layer carries ~1500 µm of wire. Per the timing report, the biggest fanout along the worst path comes to 14. Per the detail_route log, the uppermost layer with routed signals is met4. The die height stands at around 67 µm. In this run the static leakage power is ~0.87 nW. The number of enable-type register cells in the synthesized netlist stands at 0. Setup repair after global routing left no endpoint under its margin. The count of maximum capacitance violations stands at 0. In the synthesized netlist the async set-or-reset flop fraction comes to 0%.

The clock network burns 41.2% of the power. The required time at the worst endpoint is listed as ~1.6 ns. Cells with a size suffix above 1 make up 5.98% of the layout.

CTS built an H-tree with a depth of 2. The count of input and output buffers stands at 16. The routed design ends up with an antenna cell count of 0.

Counting tap cells, the placed design contains a total of roughly 290 instances. The number of global-route vias before repair is about 1300. STA classifies the critical path endpoint as an output port.

The worst hold path belongs to the class reg2reg. The post-CTS setup repair buffer count stands at 0. In this run the full chip footprint comes out at roughly 4500 µm². The instance area after placement stands at about 2300 µm².

For this block, the via count after detailed routing is 1592. For this run, the detailed router reports a per-instance via density of 5.29. The final cell count without fillers stands at 301. The area growth from synthesis to final layout stands at 16.5%. In the detailed route, the total length drawn on met3 is 99 µm. Hold is met by between 0.4 and 0.5 ns. The placed wire-length estimate stands at 2380 µm. For this run, the top clock speed supported by timing is approximately 0.54 GHz. In the final routed layout, each cell accounts on average for roughly 11 µm. The buffer levels on the longest clock path stands at 2. The number of optimization iterations in the first detailed-route pass stands at 4. The number of cell instances after yosys synthesis stands at ~230. The number of warnings in the stage logs stands at 29. Counting every instance in the synthesized netlist gives 232. The count of different cell masters after synthesis stands at 44.

The number of antenna violations at the first check in global routing stands at 0. The transition time recorded at the tightest slew-check pin is about 0.55 ns. For reference, the most critical setup path is categorized as reg2out. For the finished layout, the period the worst path requires is approximately 1.9 ns. The setup total negative slack stands at 0 ns. For reference, the clock transition at the flip-flops on the worst setup and hold paths is around 0.090 ns.

Looking at the VDD voltage map, the peak drop is 0.411 mV. The total number of placement rows stands at 23. The data arrival time of the critical path stands at between 1 and 1.5 ns. Clock skew on the completed layout was measured at around 0.008 ns. The tree is rooted in a sky130_fd_sc_hd__clkbuf_8. The first-pass GRT wire length stands at 5780 µm. The I/O pin total stands at 17.

The residual overflow from global routing stands at 0. The switching fraction of total power stands at 18.9%. STA classifies the critical path startpoint as a flop. The power after layout stands at between 1.5 and 2 mW. In the Yosys report, the sequential cells make up between 40% and 50% of the chip area. The sequential cell fraction of total power stands at between 50% and 60%. The met1 wire length stands at approximately 1800 µm.

Once routing completed, OpenROAD measured the worst setup slack at 0.134 ns. The number of max-slew violations in the final report stands at 0. In the synthesized netlist the dominant register cell turns out to be sky130_fd_sc_hd__dfxtp_1. A synthesized cell averages about 9 µm². Dividing the final minimum period by the clock period gives between 90 and 100%. TritonRoute reported its final design rule violation total as 0. The detail route stage leaves a number of antenna-violating nets equal to 0. The clock latency reported for the late side of the worst-skew pair stands at roughly 0.3 ns. The run finished with clean final reports. TritonCTS built the clock tree. The power report lists cell-internal power as between 1.5 and 2 mW. The overall fraction of global-route tracks in use stands at 17.0%. Entering global routing, the biggest net connects 28 pins.

The net switching power in the latest report is 0.350 mW. The clock net in this run drives a total of between 50 and 60 sinks. The number of clock buffers inserted by TritonCTS stands at 5. For this run, the share of the core covered by cells in the final layout is between 60% and 70%. From left edge to right edge, the die measures between 60 and 70 µm. The total standard cell area after synthesis stands at about 2100 µm². Endpoints failing hold in the final report were tallied at 0.

The number of warnings reported in the yosys synthesis log stands at 3. The part of the power in combinational logic stands at 2.2%. According to the Yosys statistics, the synthesized design has a chip area of between 2000 and 2500 µm².
## cells in the mapped netlist, types with 2 or more instances
library cell	count	area share (%)
sky130_fd_sc_hd__dfxtp_1	52	49
sky130_fd_sc_hd__nand2_1	29	5.2
sky130_fd_sc_hd__nor2_1	27	4.8
sky130_fd_sc_hd__a21oi_1	21	5.0
sky130_fd_sc_hd__inv_1	13	2.3
sky130_fd_sc_hd__ha_1	8	4.8
sky130_fd_sc_hd__nand3_1	8	1.9
sky130_fd_sc_hd__xor2_1	7	2.9
sky130_fd_sc_hd__xnor2_1	5	2.1
sky130_fd_sc_hd__nand4b_1	4	1.7
sky130_fd_sc_hd__o21ai_0	4	0.95
sky130_fd_sc_hd__or3_1	4	1.2
sky130_fd_sc_hd__a32oi_1	3	1.2
sky130_fd_sc_hd__clkbuf_1	3	0.54
sky130_fd_sc_hd__mux2i_1	3	1.4
sky130_fd_sc_hd__nand3b_1	3	1.1
sky130_fd_sc_hd__nor3_1	3	0.71
sky130_fd_sc_hd__o31ai_1	3	1.1
sky130_fd_sc_hd__a31o_1	2	0.83
sky130_fd_sc_hd__and2_1	2	0.59
sky130_fd_sc_hd__and4b_1	2	0.95
sky130_fd_sc_hd__buf_1	2	0.36
sky130_fd_sc_hd__nor2b_1	2	0.59
sky130_fd_sc_hd__or4_1	2	0.71
## repair_timing
action,CTS,global route
hold endpoints to repair,0,0
endpoints found under the setup margin,1,0
gates resized,1,0
## final timing paths
kind / start / endpoint / slack (ns) / cells past startpoint
max: adc_ready$_SDFF_PP0_ / CONVST / 0.13 / 3
min: TickCounter_inst2.count[0]$_SDFF_PP0_ / TickCounter_inst2.count[0]$_SDFF_PP0_ / 0.41 / 1
max reg2reg: TickCounter_inst1.count[0]$_SDFF_PP0_ / TickCounter_inst1.count[3]$_SDFF_PP0_ / 0.50 / 4
min reg2reg: TickCounter_inst2.count[0]$_SDFF_PP0_ / TickCounter_inst2.count[0]$_SDFF_PP0_ / 0.41 / 1
## per-layer routing
metal	GRT usage, %	vias to the layer above
li1	-	841
met1	24.3	722
met2	27.9	19
met3	2.78	10
met4	3.46	0
met5	0	-
## area by class of cell
class | count | area (µm²)
clock inverters | 1 | 30.0
inverters | 13 | 48.8
fillers | 336 | 1580
flip-flops and latches | 52 | 1040
repair buffers | 17 | 180
clock buffers | 7 | 96.3
well taps | 50 | 62.6
multi-input cells | 161 | 991
## cells by family after synthesis
| kind of cell | count (synthesis) | synth area share, % |
|---|---|---|
| adder cells (fa/ha/maj) | 8 | 4.76 |
| multiplexers | 4 | 1.96 |
| flip-flops | 52 | 49.5 |
| buffers and inverters | 19 | 3.45 |
| AND-OR/OR-AND | 41 | 12.2 |
| XOR/XNOR | 12 | 4.99 |
| AND/OR/NAND/NOR | 96 | 23.1 |
## power groups by stage
stage         registers [mW]  logic, mW  clock network [mW]
CTS                     1.05     0.0406               0.781
finish                  1.05     0.0402               0.764
global route            1.05     0.0458               0.826
## placed cells by master (no fill, tap or decap), drive strengths merged, types with 2 or more instances in the layout
master	synthesis	routed
a21oi	21	21
a31o	2	2
a32oi	3	3
and2	2	2
and4b	2	2
clkbuf	3	7
clkdlybuf4s50	0	16
dfxtp	52	52
ha	8	8
inv	13	13
mux2i	3	3
nand2	29	29
nand3	8	8
nand3b	3	3
nand4b	4	4
nor2	27	27
nor2b	2	2
nor3	3	3
nor4	2	2
o211ai	2	2
o21ai	5	5
o31ai	3	3
or2	2	2
or3	4	4
or4	2	2
xnor2	5	5
xor2	7	7
## flip-flops by register name, indices dropped and copies added (netlist names)
name,count
STATE,5
conv_cnt,8
adc_ready,1
convst_pwr,1
TickCounter_inst2.tick,1
pwr_cnt,8
TickCounter_inst1.count,9
pdo,10
r_sclk,1
last_bit_sampled,1
TickCounter_inst1.tick,1
TickCounter_inst2.count,2
bit_cnt,4
## worst max-delay path, cell delays in order, from the launching register on
cell,delay [ns]
sky130_fd_sc_hd__dfxtp_2,0.47
sky130_fd_sc_hd__nor2_1,0.07
sky130_fd_sc_hd__a21oi_1,0.14
sky130_fd_sc_hd__clkdlybuf4s50_1,0.48
Power is estimated from default activity; no workload was simulated.
