$ cat ./config.mk
export PLATFORM = sky130hd
export DESIGN_NAME = RAM
export DESIGN_NICKNAME = RAM
export VERILOG_FILES = /design/flow/design.v
export SDC_FILE = /design/flow/constraint.sdc
export NUM_CORES = 4
export LEC_CHECK = 1
export CORE_UTILIZATION = 30
export SYNTH_MEMORY_MAX_BITS = 65536
$ cat ./constraint.sdc
current_design RAM

set clk_period 443.4
set clk_io_pct 0.2

create_clock -name clk0 -period $clk_period [get_ports {clk}]

set non_clock_inputs [all_inputs -no_clocks]
set_input_delay [expr $clk_period * $clk_io_pct] -clock clk0 $non_clock_inputs
set_output_delay [expr $clk_period * $clk_io_pct] -clock clk0 [all_outputs]
$ cat ./design.v
`timescale 1ns / 100ps
module RAM #(parameter integer WIDTH = 16, parameter integer DEPTH = 1024) (
   input  wire clk,
   input  wire wen,
   input  wire [$clog2(DEPTH)-1:0] addr_a, addr_b,    
   input  wire [WIDTH - 1:0] din_a,
   output wire  [WIDTH-1:0] dout_a, dout_b
   ) ;
   reg [WIDTH-1:0] ram [0:DEPTH-1];
   reg [$clog2(DEPTH)-1:0] addr_a_reg, addr_b_reg;
   integer i;
   initial begin
      for (i = 0; i < DEPTH; i = i + 1)
         ram[i] = {WIDTH{1'b0}};
      end
   always @(posedge clk) begin
	  if (wen) begin    
		 ram[addr_a] <= din_a;
      end    
	  addr_a_reg <= addr_a;
	  addr_b_reg <= addr_b;
   end    
   assign dout_a = ram[addr_a_reg];
   assign dout_b = ram[addr_b_reg];
endmodule	  
$ cat ./run.sh
#!/bin/bash
# OpenROAD 26Q1-2900-gdf79404cd8, Yosys 0.63+post, stock flow scripts
make -C /OpenROAD-flow-scripts/flow DESIGN_CONFIG=/design/flow/config.mk WORK_HOME=/design/flow/orfs finish
==> summary.txt <==
The run has ended; figures from its reports follow.

The distinct cell type count after synthesis is 88. Setup repair after global routing left no endpoint under its margin. The final non-filler cell total came out at 78233. The number of cells on the worst hold path is listed as 1. TritonCTS built the clock tree. The area of the core region is 2.54 mm^2. The static power due to leakage is 273 nW. The data arrival at the endpoint of the critical path came out at 14.17 ns.

The fraction of layout instances using a drive strength above 1 is 34.7%. The post-synthesis async set-or-reset flop share is 0%. The area overhead of the layout relative to synthesis is 15.0%. The average cell area after synthesis came out at 19.2 um^2.

The die footprint is 2.55 mm^2. The final setup TNS came out at 0 ns. The hold-fix buffer count after cts came out at 0. The mean number of vias per cell came out at 5.95. The areal power density over the cells is 3.95 mW/mm^2. The mux share of post-synthesis cell area came out at 25.6%. The area taken by flip-flops and latches is 0.492 mm^2. The final report gives the standard cell area, fillers excluded, as 0.878 mm^2.

The register share after synthesis came out at 64.5%. The die boundary width came out at 1600 um. The core occupancy in the finished layout is 34.6%. Yosys stat counts 39714 cells in the synthesized netlist. The initial antenna violation count was 528. The post-detailed-route count of antenna-violating nets came out at 0. Yosys attributes the largest share of cell area to edfxtp_1, mux4_2, mux2i_1. In the global route stage, overall resource usage came out at 27.3%. STA classifies the critical path startpoint as a flip-flop. The via count of the first global-routing pass is 493524. The routed design could run at a clock period as short as 102.85 ns. The tool warning count came out at 52. According to the report, the first pass of detailed routing completed in 8 iterations. The class of the worst hold path is in2reg.

The count of fill cells added during filler insertion is 234566. STA classifies the critical path endpoint as an output port. The H-tree level count is 7. The count of library flops with an enable pin came out at 16384.

Buffers added to address setup during post-CTS repair amount to 0. In the setup report, the worst path falls into the class reg2out. The number of buffers added by the clock tree synthesis step came out at 1680. The largest register by flop count is ram. On the worst setup and hold paths after CTS, the clock-pin slew comes to 0.06 ns. The flip-flop count of the largest register after layout is 16384. The number of max-cap violations is 13. The final reports fail on max-capacitance violations, max-slew violations. The transition time of the tightest slew-check pin came out at 1.89 ns. The per-cell routed wire length came out at 42.2 um. Detailed placement finished with a half-perimeter wire length of 2230000 um. The initialized floorplan defines 585 standard-cell rows. The global-route wire length before repair is 4370000 um. The critical path required time came out at 354.72 ns. The count of buffers added on input and output ports is 69. Per the synthesis report, the adder-cell share of the synthesized area is 0%. The final-layout worst hold slack is 87.65 ns. The most frequently used flop master after synthesis is edfxtp_1. The fraction of synthesized cell area in xor and xnor cells is 0%.

Per the CTS log, the root buffer master is clkbuf_16. The largest vdd supply drop is 0.00000403 V. The cell area after synthesis came out at 0.763 mm^2. In the final layout, the registers with the most flip-flops are ram: 16384 flops. Per the detailed-route log, wirelength across all metal layers totals 3300000 um. The dominant non-sequential cell family after synthesis is multiplexers.

The number of endpoints with negative hold slack in the final report is 0. The maximum clock insertion buffer count came out at 6. The instance tally after logic synthesis came out at 39714. Counting flops and latches in the post-synthesis netlist gives 16404. The run finished, with violations left. The total congestion overflow is 0. The iteration-0 DRC count of the detailed router is 39745. The number of sinks driven by the clock tree is 16404. The simple-gate share of the synthesized area came out at 2.21%. The fmax came out at 9.72 MHz.

The number of vias in the routed layout came out at 465787. Measured against its own limit, the worst slew margin works out to -26.5%. The pre-placement core utilization came out at 30.1%. The placer's final routability congestion estimate is 1.03. The stat command in Yosys gives a chip area of 0.763 mm^2.

The number of pins exceeding their max-slew limit in the final report is 43. The I/O pin count is 70. The area fraction of the dominant cell type after synthesis came out at 64.4%. The worst path setup slack after routing came out at 340.55 ns. Entering global routing, the biggest net connects 112 pins.

The total chip power is 3.47 mW. The total placed cells including tap cells came out at 73883. Along the worst path, the maximum fanout reaches 64.

Per the layout area report, the combinational gate area comes to 0.257 mm^2. The number of cells upsized or downsized after cts came out at 0. The area fraction in compound gates after synthesis came out at 5.08%.

The cell area reported after detailed placement came out at 0.821 mm^2. The number of warning messages in the yosys log is 1. edfxtp_1 takes more of the synthesized area than any other cell. The number of remaining DRC errors is 0. The setup-violating endpoint count in the final report is 0. The post-route clock period utilization came out at 23.2%. Measured along the y axis, the die boundary spans 1600 um. The post-place setup slack came out at 342.25 ns.
==> final cells by class <==
class | instances | share of cell area, %
flip-flops and latches | 16404 | 56.1
multi-input cells | 19924 | 29.2
clock buffers | 2022 | 4.99
well taps | 33752 | 4.81
repair buffers | 3788 | 3.39
clock inverters | 1014 | 1.07
diodes | 1312 | 0.374
inverters | 17 | 0.0155
==> where the power goes <==
part	switching, mW	leakage, nW	total, mW	internal (mW)
sequential	0.00136	147	1.71	1.71
clock	0.628	26.0	1.42	0.793
combinational	0.237	99.6	0.341	0.105
total	0.866	273	3.47	2.60
==> per-layer routing <==
| metal | track usage, % | part of all wire, % | vias up |
|---|---|---|---|
| li1 | - | - | 178296 |
| met3 | 27.9 | 23 | 9543 |
| met2 | 34.9 | 41 | 42522 |
| met4 | 20.1 | 9.6 | 768 |
| met1 | 23.1 | 25 | 234658 |
| met5 | 17.7 | 1.5 | - |
==> logic make-up after synthesis <==
kind of cell | Yosys count
DFF | 16404
muxes | 10571
AOI/OAI and AO/OA | 5556
and+or+nand+nor | 3797
buffers and inverters | 3386
==> critical path: stages, from the launching register on <==
cell and delay (ns):
dfxtp_4 0.68, buf_4 0.83, buf_4 0.56, buf_4 0.48
buf_4 0.56, buf_4 0.67, buf_4 0.70, buf_4 0.60
buf_12 0.48, buf_4 0.64, buf_4 0.55, buf_4 0.63
mux4_2 0.59, mux4_2 0.45, nand2_1 0.12, a31oi_2 0.36
buf_4 0.36, o211ai_1 1.46, buf_4 0.31, nand3_1 0.45
buf_4 0.36, clkdlybuf4s50_1 0.40
==> cell usage after synthesis, types with 98 or more instances <==
| cell type | number |
|---|---|
| a21oi_1 | 950 |
| clkbuf_1 | 1075 |
| edfxtp_1 | 16384 |
| nor2_1 | 1504 |
| a221oi_1 | 210 |
| a31oi_1 | 136 |
| o21ai_0 | 575 |
| buf_2 | 927 |
| nand2_1 | 1019 |
| nand4_1 | 98 |
| nor4_1 | 123 |
| o211ai_1 | 98 |
| buf_4 | 562 |
| nor3_1 | 350 |
| a211oi_1 | 232 |
| buf_1 | 297 |
| o22ai_1 | 1017 |
| buf_6 | 441 |
| o221ai_1 | 955 |
| nand3_1 | 284 |
| a22oi_1 | 725 |
| mux4_2 | 7131 |
| mux2_2 | 169 |
| mux2i_1 | 3271 |
| a22o_1 | 140 |
==> layout by cell type (no fill, tap or decap), types with 156 or more instances in the layout <==
master | netlist | layout
a211oi_1 | 232 | 207
a21oi_1 | 950 | 935
a221oi_1 | 210 | 206
a22oi_1 | 725 | 723
buf_4 | 562 | 3632
bufinv_16 | 0 | 156
clkbuf_1 | 1075 | 318
clkbuf_16 | 0 | 1704
clkinv_1 | 4 | 396
clkinv_2 | 0 | 314
diode_2 | 0 | 1312
edfxtp_1 | 16384 | 16384
mux2_2 | 169 | 169
mux2i_1 | 3271 | 3269
mux4_2 | 7131 | 7131
nand2_1 | 1019 | 958
nand3_1 | 284 | 255
nor2_1 | 1504 | 427
nor2_2 | 0 | 1036
nor3_1 | 350 | 296
o21ai_0 | 575 | 521
o221ai_1 | 955 | 951
o22ai_1 | 1017 | 1011
==> path summary, 6_finish.rpt <==
path | to | startpoint | slack [ns]
worst max-delay path | dout_b[3] | flip-flop | 340.55
worst min-delay path | ram[557][5] | din_a[5] | 87.65
Power figures rest on the tool's default switching activity, not on a simulated workload.
